<file path="flow/config.mk">
export PLATFORM = sky130hd
export DESIGN_NAME = outbuf
export DESIGN_NICKNAME = outbuf
export VERILOG_FILES = /design/flow/design.v
export SDC_FILE = /design/flow/constraint.sdc
export NUM_CORES = 4
export LEC_CHECK = 1
export CORE_AREA = 10 10 111 111
export DIE_AREA = 0 0 121 121
</file>
<file path="flow/constraint.sdc">
current_design outbuf

set clk_period 2.1
set clk_io_pct 0.2

create_clock -name clk0 -period $clk_period [get_ports {clk}]

set non_clock_inputs [all_inputs -no_clocks]
set_input_delay [expr $clk_period * $clk_io_pct] -clock clk0 $non_clock_inputs
set_output_delay [expr $clk_period * $clk_io_pct] -clock clk0 [all_outputs]
</file>
<file path="flow/design.v">
`timescale 1ns/1ns
parameter NOOP=4'b0000;
parameter ADD=4'b0001;
parameter NUM=31;
parameter CMD=3;
module outbuf #()
(
    input logic clk, 
    input logic reset, 
    input logic signed [NUM:0] cdata,
    input logic cvalid,
    output logic cstop, 
    output logic signed [NUM:0] odata,
    output logic ovalid,
    input ostop
);
initial odata = 'bx;  
initial ovalid = 1'b0;
assign cstop = ovalid && ostop;
always_ff @(posedge clk) begin
    if(reset) begin
        odata <= 'bx;
        ovalid <= 1'b0;
    end
    if(!cstop) begin  
        odata <= cdata;  
        ovalid <= cvalid;
    end
end
endmodule
</file>
<file path="flow/run.sh">
#!/bin/bash
# OpenROAD 26Q1-2900-gdf79404cd8, Yosys 0.63+post, stock flow scripts
make -C /OpenROAD-flow-scripts/flow DESIGN_CONFIG=/design/flow/config.mk WORK_HOME=/design/flow/orfs finish
</file>
==> flow_summary.yaml <==
# physical design summary
logic_synthesis:
  yosys.area_share.aoi: 0.00742
  yosysWarnings: 1
  syn_area_mm2: 0.00101
  syn-instance-count: 36
  ys_types: 4
  avgSynthCellArea_um2: 28.1
  yosys-stat-area_mm2: 0.00101
  ys_cells: 36
  ys_seq_frac: 0.979
  xor_share: 0
  simple_gate_share: 0.0136
  topCombFamilyByArea: "simple AND/OR/NAND/NOR gates"
  yosys-mux-area-fraction: 0
  synthAdderAreaFrac: 0
  numSynthFlops: 33
detailed_routing:
  routedWlPerCell_um: 13.4
  diodes: 0
  drc_errors: 0
  num_vias: 651
  firstDrtPassIters: 3
  vias_per_cell: 2.64
  drt-initial-drc-count: 23
  wl_um: 3320
  ant_nets: 0
clock_tree:
  root_buffer: "clkbuf_8"
  ctsResizeCount: 0
  h-tree-depth: 2
  numCtsBuffers: 5
  ctsHoldBuffers: 0
  clkSinkCount: 33
  cts_tree: "done"
  clk_latency_ps: 270
  path_clk_slew_ps: 60
  clk_path_buf_depth: 2
  post-cts-setup-buffer-count: 0
flow_run:
  cap_violations: 0
  warning_count: 25
pwr:
  p_per_area_mw_per_mm2: 708
  vdd_drop_max_uv: 261
  p_leak_nw: 0.668
  p_total_w: 0.00139
critical_path:
  crit_type: "in2out"
  crit_family: "buffers and inverters"
  critPathBufInv: 2
  critPathMaxStageDelay_ps: 490
  cp_max_fo: 3
  cp_common_cell: "clkdlybuf4s50_1"
  crit_required_ps: 1680
  critPathSlowestCell: "clkdlybuf4s50_1"
  crit_chain: "clkdlybuf4s50_1 -> and2_1 -> clkdlybuf4s50_1"
  r2r_slack_ps: 910
  worstPathArrival_ps: 1500
  end_kind: "output port"
  start_kind: "input port"
grt:
  grt_max_degree: 20
  grt_pass1_vias: 756
  use_met1: 0.0487
  overflow: 0
  antenna_found_initial: 0
  use_met2: 0.0704
  grt_use_met3: 0.0321
  top_usage_layer: "met2"
  grt_usage: 0.0441
  grt_pass1_wl_um: 4710
final_timing:
  hold_viol: 0
  fin_tns_setup_ps: 0
  fin_hold_ws_ps: 641
  fmax_ghz: 0.520
  slew_viol_final: 0
  relSlewSlack: 0.836
  rsz0062_at_grt: "false"
  post-route-period-util: 0.915
  tightest_slew_ps: 246
  fin_crit_ps: 1920
  setup_violations: 0
  skew_ps: 1.92
floorplan:
  fp.dieW_um: 121
  die_area_mm2: 0.0146
  io_pins: 70
  core_mm2: 0.00986
  die_h_um: 121
  fp_util: 0.103
  row_count: 36
placement:
  post-place-cells: 240
  dp_hpwl_um: 2860
  port_buffers: 69
  placed_area_mm2: 0.00188
  routabilityCongestion: 0.700
cells_and_area:
  drive_gt1_frac: 0.0614
  design_area_mm2: 0.00196
  num-fill-cells: 1055
  synthToLayoutAreaGrowth_pct: 93.7
  fin_cells: 247
worst_hold_path:
  min_path_type: "reg2reg"
run_status:
  outcome: "finished, final reports clean"
-- routing by layer --
layer	vias up	share of wire
li1	298	-
met2	50	0.47
met4	0	0.0018
met1	301	0.38
met3	2	0.15
met5	-	0
-- cells in the mapped netlist --
cell	number	area share
a21boi_1	1	0.0074
and2_1	1	0.0062
edfxtp_1	33	0.98
nand3b_1	1	0.0074
-- stage by stage --
stage          utilization  worst slack, ps
6_report             0.199              178
5_1_grt              0.199              132
4_1_cts              0.199              174
3_5_place_dp         0.191              192
3_3_place_gp         0.191              176
2_1_floorplan            -              284
-- report_power, final --
part,leakage [nW],internal [W],switching (W)
clock network,0.0387,0.000223,0.000213
registers,0.344,0.000776,0.0000121
logic,0.285,0.000131,0.0000321
-- flip-flops by register name, summed over array words and instances (netlist names) --
signal / flops
odata: 32
ovalid: 1
-- area by class of cell --
| class | instances | area [um^2] | share of cell area |
|---|---|---|---|
| flip-flops and latches | 33 | 991 | 0.505 |
| repair buffers | 71 | 706 | 0.360 |
| well taps | 133 | 166 | 0.0849 |
| clock buffers | 6 | 72.6 | 0.0370 |
| multi-input cells | 3 | 21.3 | 0.0108 |
| clock inverters | 1 | 3.75 | 0.00191 |
-- worst register-to-register path, stage by stage (launching register included) --
cell      delay [ps]
edfxtp_1         430
nand3b_1         150
buf_4            280
-- logic make-up after synthesis --
kind of cell | after synthesis
simple gates | 2
compound gates | 1
flops | 33
-- cell usage in the layout (no fill, tap or decap), drive strengths merged --
cell type and instances:
clkbuf 6, clkdlybuf4s50 69, a21boi 1, nand3b 1, edfxtp 33, clkinv 1
and2 1, buf 2
-- final timing paths --
check / from / to / cells after the start
worst max-delay path: ostop / cstop / 3
worst min-delay path: ovalid / ovalid / 1
worst max register to register: ovalid / odata[15] / 2
worst min register to register: ovalid / ovalid / 1
No activity file was given, so power comes from the tool's default toggle rates.
