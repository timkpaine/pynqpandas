==> flow/design.v <==
`timescale 1ns/1ns
parameter NOOP=4'b0000;
parameter ADD=4'b0001;
parameter NUM=31;
parameter CMD=3;
module inbuf #()
(
    input logic clk,
    input logic reset,
    input logic signed[NUM:0] idata,
    input logic ivalid,
    output logic istop,
    output logic signed [NUM:0] cdata,
    output logic cvalid,
    input logic cstop
);
logic [NUM:0] ireg = 'bx;  
logic rvalid = 1'b0;       
assign istop = rvalid;                
assign cdata = istop ? ireg : idata;  
assign cvalid = istop ? rvalid : ivalid;
always_ff @(posedge clk) begin
    if(reset) begin
        ireg <= 'bx;
        rvalid <= 1'b0;
    end
    if(!cstop && rvalid) begin  
        ireg <= 'bx;             
        rvalid <= 1'b0;
    end else if(cstop && !rvalid) begin    
        ireg <= idata;                      
        rvalid <= ivalid;
    end
end
endmodule
==> flow/run.sh <==
#!/bin/bash
# OpenROAD 26Q1-2900-gdf79404cd8, Yosys 0.63+post, stock flow scripts
make -C /OpenROAD-flow-scripts/flow DESIGN_CONFIG=/design/flow/config.mk WORK_HOME=/design/flow/orfs finish
==> flow/config.mk <==
export PLATFORM = sky130hd
export DESIGN_NAME = inbuf
export DESIGN_NICKNAME = inbuf
export VERILOG_FILES = /design/flow/design.v
export SDC_FILE = /design/flow/constraint.sdc
export NUM_CORES = 4
export LEC_CHECK = 1
export CORE_AREA = 10 10 101 101
export DIE_AREA = 0 0 111 111
==> flow/constraint.sdc <==
current_design inbuf

set clk_period 4.9
set clk_io_pct 0.2

create_clock -name clk0 -period $clk_period [get_ports {clk}]

set non_clock_inputs [all_inputs -no_clocks]
set_input_delay [expr $clk_period * $clk_io_pct] -clock clk0 $non_clock_inputs
set_output_delay [expr $clk_period * $clk_io_pct] -clock clk0 [all_outputs]
==> results.txt <==
flow finished, numbers: share of layout cells above drive strength 1 28.4%, drt pass-1 iters 3, Log Warnings 25, worst hold path type reg2reg, cell area after synthesis around 1600 sq um, routability cong. around 0.72, Distinct lib cells used 10, startpoint types primary input, pre-CTS setup slack ~1.8 ns, core footprint 8130 sq um, initial antenna violation count 0, crit path DAT approximately 2.1 ns, CP Capture Type output pin, Max Freq 324 MHz, logic area between 500 and 600 sq um, CP required ~3.9 ns, Registers, synthesis 33, Worst-Margin Slew 0.498 ns, Slew Limit Fails 0, final wirelength roughly 3500 microns, peak supply drop 84.4 uV, Flop area ~980 sq um, Mapped Cells between 70 and 80, Clk pin slew, worst setup/hold paths around 0.07 ns, unrepaired setup endpoints after global routing no, Setup-failing EPs final 0, Post-CTS Hold Buffers 0, Max Cap Viol 0, violation tally from detailed-route iteration zero 39, detailed-route via count 896, Top area cell types edfxtp_1, mux2_4, buf_12, mux2_2, dfxtp_1, chip height about 110 microns, Overall Global Routing Usage 5.58%, Yosys chip area 1560 sq um, Synth Area per Inst 20.8 sq um, minimum clock period slightly above 3 ns, most common logic cells in the final layout clkdlybuf4s50_1, edfxtp_1, mux2_4, clkbuf_8, mux2_2, pwr dens roughly 280 nW/um^2, number of remaining DRC errors 0, CTS tree yes, setup TNS 0 ns, most frequent logic cell in the layout clkdlybuf4s50_1, fill count between 800 and 900, # Cells Yosys 75, FP Rows 33, DP Wirelength roughly 2500 microns, clk sinks 33, Ant. Diodes 0, largest net degree at the start of global routing 27, post-CTS setup buffer count 0, clock skew a little over 0.003 ns, CTS Root Cell clkbuf_8, I/O pins 70, gr ovfl total 0, CTS H-tree lvls 2, Die Size approximately 12000 sq um, wire length per cell roughly 14 microns, Inserted Clock Buffers 5, Slew headroom about 67%, Dominant cell area share 61.5%, die outline width around 110 microns, setup ws final 1.82 ns, Initial Util around 19%, Seq share, synth 62.8%, cell accounting for the most synthesized area edfxtp_1, Worst Path Max Fanout 2, crit path kind in2out, antenna viol nets, final 0, Lkg Pwr 0.894 nW, first-pass GRT wire length between 5000 and 6000 microns, Latency at later pin between 0.2 and 0.3 ns, port bufs 69, synthesis-to-layout area growth 54.0%, Hold Vio Cnt, Final 0, vias in the first global route ~1000, status complete, no violations, DR vias/cell 3.54, YS warnings 1, maximum buffer depth of the clock tree 2, post_cts resized 0, period utilization 62.9%
-- where the power goes --
group	switching, mW	internal (mW)
clock	0.0947	0.0934
combinational	0.0359	0.106
sequential	0.00819	0.338
total	0.139	0.537
-- path summary, 6_finish.rpt --
path | from | end | slack, ns | cells after the start
worst max-delay path | idata[28] | cdata[28] | 1.82 | 3
worst max register to register | rvalid$_SDFFE_PP0P_ | ireg[20]$_DFFE_PP_ | 3.30 | 3
worst min register to register | rvalid$_SDFFE_PP0P_ | rvalid$_SDFFE_PP0P_ | 0.59 | 2
worst min-delay path | rvalid$_SDFFE_PP0P_ | rvalid$_SDFFE_PP0P_ | 0.59 | 2
-- worst max-delay path: stages --
cell and delay, ns:
clkdlybuf4s50_1 0.43, mux2_4 0.27, clkdlybuf4s50_1 0.42
-- through the flow --
step           hold WS [ns]  cell area, sq um  cells  utilization [%]  total power, mW
6_report              0.587              2410    253             29.6            0.676
5_1_grt               0.630              2410    253             29.6            0.715
4_1_cts               0.604              2410    253             29.6            0.695
3_5_place_dp          0.593              2330    247             28.7            0.498
3_3_place_gp          0.583              2330    247             28.7            0.496
2_1_floorplan         0.590              1560     75                -            0.410
-- per-layer routing --
| layer | up-vias | track usage, % | wire, microns |
|---|---|---|---|
| met4 | 0 | 1.04 | 51 |
| met2 | 41 | 8.25 | 1560 |
| met5 | - | 0 | 0 |
| met3 | 4 | 2.35 | 317 |
| met1 | 418 | 7.59 | 1570 |
| li1 | 433 | - | - |
-- synthesized netlist by cell type --
| cell type | instances |
|---|---|
| buf_12 | 3 |
| mux2_4 | 29 |
| buf_6 | 1 |
| a21boi_1 | 1 |
| nand2b_1 | 3 |
| xnor2_1 | 1 |
| or2_1 | 1 |
| dfxtp_1 | 1 |
| edfxtp_1 | 32 |
| mux2_2 | 3 |
-- flip-flops by register name, summed over array words and instances, names as in the netlist --
name / cells
ireg: 32
rvalid: 1
-- cell type report --
cell class	count	area share, %
Sequential cell	33	40.8
Timing Repair Buffer	71	29.3
Multi-Input combinational cell	38	21.3
Tap cell	105	5.46
Clock buffer	5	2.86
Clock inverter	1	0.208
-- logic make-up (layout without fill, tap and decap cells) --
logic type,count (synthesis),in the layout,synth area share [%]
and+or+nand+nor,4,4,1.60
muxes,32,32,30.0
AOI/OAI and AO/OA,1,1,0.481
xor gates and xnor gates,1,1,0.561
DFF,33,33,62.8
buffers and inverters,4,77,4.56
No activity file was given, so power comes from the tool's default toggle rates.
