`flow/design.v`:
```
`timescale 1ns/1ns
parameter NOOP=4'b0000;
parameter ADD=4'b0001;
parameter NUM=31;
parameter CMD=3;
module relay #()
(
    input logic clk,
    input logic reset,
    input logic enable,
    input logic signed [NUM: 0] in,
    output logic valid, 
    output logic signed [NUM: 0] out,
    input logic _delay,
    output logic delay_
);
  logic signed [NUM: 0] o;
  logic v;
  logic d;
  assign out = o;
  assign valid = v;
  assign delay_ = d;
  logic holding;
  logic signed [NUM:0] hold;
  always_ff @(posedge clk) begin
    if(enable) begin
      if(reset) begin
        o <= 'b0;
        v <= 1'b0;
        d <= 1'b0;
      end else begin
          case({_delay, holding}) 
              2'b00: begin
                  o <= in;
                  v <= 1'b1;
                  d <= 1'b0;
              end
              2'b01: begin
                  o <= hold;
                  v <= 1'b1;
                  holding <= 1'b0;
                  d <= 1'b0;
              end
              2'b10: begin
                  holding <= 1'b1;
                  hold <= in;
                  d <= 1'b1;
              end
              2'b11: begin
                  holding <= 1'b1;
                  d <= 1'b1;
              end
          endcase
      end
    end else begin
      o <= 'b0;
      v <= 1'b0;
    end
  end
endmodule
```
`flow/run.sh`:
```
#!/bin/bash
# OpenROAD 26Q1-2900-gdf79404cd8, Yosys 0.63+post, stock flow scripts
make -C /OpenROAD-flow-scripts/flow DESIGN_CONFIG=/design/flow/config.mk WORK_HOME=/design/flow/orfs finish
```
`flow/config.mk`:
```
export PLATFORM = sky130hd
export DESIGN_NAME = relay
export DESIGN_NICKNAME = relay
export VERILOG_FILES = /design/flow/design.v
export SDC_FILE = /design/flow/constraint.sdc
export NUM_CORES = 4
export LEC_CHECK = 1
export CORE_UTILIZATION = 30
```
`flow/constraint.sdc`:
```
current_design relay

set clk_period 8.9
set clk_io_pct 0.2

create_clock -name clk0 -period $clk_period [get_ports {clk}]

set non_clock_inputs [all_inputs -no_clocks]
set_input_delay [expr $clk_period * $clk_io_pct] -clock clk0 $non_clock_inputs
set_output_delay [expr $clk_period * $clk_io_pct] -clock clk0 [all_outputs]
```
==> README.md <==
| Item | This run |
|---|---|
| Total tool warning count | 25 |
| Total power | 0.000626 W |
| Number of detailed-routing iterations run before antenna repair | 4 |
| Multiplexer fraction of the synthesized cell area | 0.122 |
| Critical path launch point | _delay |
| Floorplan core density | 0.315 |
| Cts bufs inserted | 9 |
| Half-perimeter wire length after detailed placement | 3.40 mm |
| First-iteration detailed-routing DRC count | 60 |
| Global route total overflow | 0 |
| Count of clock tree sinks | 67 |
| Worst slew pin tran | 820 ps |
| Clock edge transition at the registers on the reported setup and hold paths | 60 ps |
| Most frequent cells after synthesis | sky130_fd_sc_hd__edfxtp_1 (34), sky130_fd_sc_hd__dfxtp_1 (33), sky130_fd_sc_hd__mux2i_1 (32), sky130_fd_sc_hd__nor2b_1 (32), sky130_fd_sc_hd__a211oi_1 (27) |
| Maximum clock skew at final layout | 8.34 ps |
| Die Area | 0.00914 mm² |
| Power per unit of standard cell area | 176 mW/mm² |
| Layout cells sized above 1 | 0.100 |
| Critical path depth in cells | 5 |
| CP top delay family | buffers and inverters |
| Count of cells along the worst register-to-register path | 3 |
| And-or/or-and share of the synthesized area | 0.103 |
| Filler Cell Count | 780 |
| Post-CTS Hold Buffers | 0 |
| Total cells reported by yosys after synthesis | 187 |
| Cell taking the most area after synthesis | sky130_fd_sc_hd__edfxtp_1 |
| Syn-to-layout area delta | 34.8% |
| # H-tree levels | 3 |
| CP most frequent cell | sky130_fd_sc_hd__buf_4 |
| Number of cells upsized or downsized after cts | 0 |
| Hold Crit Class | reg -> reg |
| Number of vias per cell | 4.46 |
| WP data required | 8910 ps |
| Max transition margin | 0.453 |
| Core Footprint | 0.00834 mm² |
| Worst setup path category | in -> reg |
| Maximum number of pins on one net before global-route repair | 37 |
| Final period demand of the worst path | 3460 ps |
| Reg-to-reg endpoint | hold[30] |
| Chip Width | 95.6 µm |
| Maximum single-stage delay on the critical path | 450 ps |
| Synth top area cells | sky130_fd_sc_hd__edfxtp_1 (39%), sky130_fd_sc_hd__dfxtp_1 (25%), sky130_fd_sc_hd__mux2i_1 (12%) |
| Remaining design rule violation count | 0 |
| Clk Tree Root Cell | sky130_fd_sc_hd__clkbuf_8 |
| Height of the chip | 95.6 µm |
| Vias in the first global route | 1627 |
| Termination of the worst setup path | hold[30] |
| Average wire per standard cell | 14.1 µm |
| Post-synth area from yosys stat | 0.00263 mm² |
| Cell count after synthesis | 187 |
| Final Hold Violation Tally | 0 |
| Setup TNS | 0 ps |
| Seq share, synth | 0.640 |
| First-pass GRT wire length | 8.10 mm |
| Tally of unique sky130hd cells used after synthesis | 16 |
| Number of buffers and inverters on the critical path | 4 |
| Routed WL | 5.14 mm |
| Dominant non-sequential cell family after synthesis | multiplexers |
| R2R setup slack | 6980 ps |
| Xor/xnor cell area share of the yosys netlist | 0 |
| Final-report max-slew violation count | 0 |
| Count of antenna diodes in the layout | 0 |
| Setup crit end kind | flop |
| Maxcap violations | 0 |
| Post-synthesis cell type with the largest instance count | sky130_fd_sc_hd__edfxtp_1 |
| Insertion delay to the later sink of the worst-skew pair | 330 ps |
| Number of placed I/O pins | 70 |
| Crit-path cells | clkdlybuf4s50_1 > buf_4 > inv_2 > nor3_2 > buf_4 |
| Worst hold slack across all endpoints | 454 ps |
| Buffers inserted during post-CTS setup optimization | 0 |
| Yosys warning tally | 1 |
| Rows | 33 |
| Share of the synthesized area in the top cell type | 0.388 |
| Cell with the largest stage delay on the worst path | sky130_fd_sc_hd__clkdlybuf4s50_1 |
| Critical path arrival | 3470 ps |
| Endpoints failing setup | 0 |
| Post-synth EDFFs | 34 |
| Routability Congestion | 0.751 |
| Share of synthesized cell area in full adder, half adder and majority cells | 0 |
| Setup repair after global routing missed its margin | false |
| # port buffers | 69 |
| GR Util All Layers | 0.123 |
| Post-Syn Area per Cell | 14.1 µm² |
| FMAX | 0.289 GHz |
| Number of antenna violations at the first check in global routing | 0 |
| Remaining antenna violation count | 0 |
| Most common reg cell | sky130_fd_sc_hd__edfxtp_1 |
| TritonCTS clock tree | built |
| Basic Gates by Area | 0.0847 |
| Outcome | finished clean |
| Start of the worst register-to-register path | holding |
| Worst-case vdd ir drop | 111 µV |
| Post-route clock period utilization | 0.389 |
| P_leak | 1.28 nW |
| Summed instance area of the synthesized netlist | 0.00263 mm² |
| Clock Path Buffers | 2 |
| Maximum fanout encountered on the critical timing path | 36 |
| Synthesized flop and latch total | 67 |
| Routed via count | 1627 |
| Synth async-reset ratio | 0 |
| Sort of element at the start of the critical path | input pin |
-- stage by stage --
stage | cell area (µm²) | setup WS, ps | utilization | cells
after detailed placement | 3360 | 5060 | 0.403 | 349
after CTS | 3540 | 5410 | 0.425 | 365
after floorplan | 2630 | 4020 | - | 187
after global placement | 3360 | 5120 | 0.403 | 349
after global routing | 3540 | 5310 | 0.425 | 365
final | 3540 | 5440 | 0.425 | 365
-- registers in the layout, indices dropped and copies added, names as in the netlist --
name     flops
d            1
hold        32
holding      1
o           32
v            1
-- worst register-to-register path: stages, from the launching register on --
cell,delay (ps)
sky130_fd_sc_hd__edfxtp_1,660
sky130_fd_sc_hd__buf_4,370
sky130_fd_sc_hd__nor3_2,230
sky130_fd_sc_hd__buf_4,330
-- where the power goes --
part / switching, W / internal, W / total (W)
Combinational: 0.0000224 / 0.0000360 / 0.0000585
Clock: 0.000105 / 0.000123 / 0.000228
Sequential: 0.00000506 / 0.000334 / 0.000339
-- worst min path at each step --
stage / end / slack, ps / cells after the start / start
after CTS: v / 460 / 2 / v
final: v / 450 / 2 / v
after global routing: v / 490 / 2 / v
-- area by class of cell --
| class | instances | area, µm² | area share |
|---|---|---|---|
| tap | 105 | 131 | 0.0371 |
| clock buffer | 14 | 173 | 0.0487 |
| clock inverter | 2 | 10.0 | 0.00282 |
| inverter | 2 | 7.51 | 0.00212 |
| sequential | 67 | 1680 | 0.474 |
| multi-input combinational | 102 | 821 | 0.232 |
| timing repair buffer | 73 | 721 | 0.203 |
-- logic make-up (layout without fill, tap and decap cells) --
group	after synthesis	count (layout)
DFF	67	67
buffers and inverters	18	91
muxes	32	32
AOI/OAI and AO/OA	33	33
and+or+nand+nor	37	37
-- cell usage in the layout (no fill, tap or decap), types with 2 or more instances in the layout --
cell                              count
sky130_fd_sc_hd__clkbuf_8            12
sky130_fd_sc_hd__a211oi_1            27
sky130_fd_sc_hd__mux2i_1             32
sky130_fd_sc_hd__clkinv_2             2
sky130_fd_sc_hd__edfxtp_1            34
sky130_fd_sc_hd__a211oi_2             5
sky130_fd_sc_hd__nor2b_1             32
sky130_fd_sc_hd__clkbuf_1             2
sky130_fd_sc_hd__nor2_1               3
sky130_fd_sc_hd__clkdlybuf4s50_1     69
sky130_fd_sc_hd__dfxtp_1             33
sky130_fd_sc_hd__buf_4                4
-- routing by layer --
metal / part of all wire / track usage
met1: 0.50 / 0.200
met2: 0.41 / 0.168
met3: 0.082 / 0.0487
met4: 0.013 / 0.0137
met5: 0 / 0
Power and IR drop assume default switching activity.
